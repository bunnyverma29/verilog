===== flow/run.sh =====
#!/bin/bash
# OpenROAD 26Q1-2900-gdf79404cd8, Yosys 0.63+post, stock flow scripts
make -C /OpenROAD-flow-scripts/flow DESIGN_CONFIG=/design/flow/config.mk WORK_HOME=/design/flow/orfs finish

===== flow/config.mk =====
export PLATFORM = sky130hd
export DESIGN_NAME = fifo
export DESIGN_NICKNAME = fifo
export VERILOG_FILES = /design/flow/design.v
export SDC_FILE = /design/flow/constraint.sdc
export NUM_CORES = 4
export LEC_CHECK = 1
export CORE_UTILIZATION = 30

===== flow/constraint.sdc =====
current_design fifo

set clk_period 3.8
set clk_io_pct 0.2

create_clock -name clk0 -period $clk_period [get_ports {clk}]

set non_clock_inputs [all_inputs -no_clocks]
set_input_delay [expr $clk_period * $clk_io_pct] -clock clk0 $non_clock_inputs
set_output_delay [expr $clk_period * $clk_io_pct] -clock clk0 [all_outputs]

===== flow/design.v =====
module fifo( reset, clk, read_n , write_n ,  data_in, data_out , full , empty, invalid );
input reset, clk, read_n , write_n;
output  full, empty;
output reg invalid;
input [7: 0] data_in;
output reg  [7:0] data_out ;
reg [7:0] mem [15:0];
reg [3:0] wr_pointer, rd_pointer ;
integer i;
assign full = (wr_pointer==15);
assign empty = (wr_pointer==0);
always @(posedge clk) begin
    if(reset)
        begin
            for ( i=0;i<16;i=i+1) mem[i] =0;
            rd_pointer=0;
            wr_pointer=0;
            data_out=0;
            invalid=0;
        end
    else if (read_n && !empty) 
        begin
            data_out <= mem [rd_pointer];
            rd_pointer<= rd_pointer+1;
            invalid=0;          
        end
    else if (write_n && !full) 
        begin
            mem [wr_pointer]<=data_in ;
            wr_pointer<= wr_pointer+1;
            invalid=0;
        end
    else invalid=1;
end
endmodule

==> flow_metrics.env <==
# physical design summary
export IMPL_outcome="completed"
export IMPL_numClockSinks=145
export IMPL_synth_warning_count=2
export IMPL_synth_async_reset_ratio_pct=0
export IMPL_cts_tree="yes"
export IMPL_syn_cell_area_mm2=0.00637
export IMPL_cts_root_buf="clkbuf_16"
export IMPL_power_density_mw_per_mm2=488
export IMPL_grt_max_degree=59
export IMPL_grt_remaining_overflow=0
export IMPL_numSynthFlops=145
export IMPL_grt_pass1_wl_mm=31.7
export IMPL_hold_viol=0
export IMPL_synth_top_cell_area_share_pct=45.6
export IMPL_start_kind="flop"
export IMPL_setup_viol=0
export IMPL_synth_edff_count=0
export IMPL_ys_flop_type="dfxtp_1"
export IMPL_drt_iter0_markers=481
export IMPL_min_period_ps=2970
export IMPL_synthDistinctLibCells=49
export IMPL_dpl_hpwl_mm=12.3
export IMPL_drc=0
export IMPL_netlist_top_cells_count="145 x dfxtp_1, 136 x nand2_1, 109 x a21oi_1, 97 x nand3_1, 39 x clkbuf_1"
export IMPL_clk_latency_ps=420
export IMPL_hold_slack_ps=452
export IMPL_skew_ps=7.34
export IMPL_drive_gt1_share_pct=8.17
export IMPL_totalNegativeSetupSlack_ps=0
export IMPL_first_global_vias=5479
export IMPL_io_pins=23
export IMPL_routed_wl_mm=19.5
export IMPL_routed_via_count=5698
export IMPL_syn_to_final_growth_pct=16.2
export IMPL_largest_area_cell="dfxtp_1"
export IMPL_crit_type="flop to output pin"
export IMPL_syn_avg_cell_area_um2=8.19
export IMPL_cts_hold_buffers=0
export IMPL_crit_arrival_ps=2210
export IMPL_worst_pin_slew_ps=898
export IMPL_fin_crit_sh_pct=78.2
export IMPL_die_width_um=148
export IMPL_ir_drop_uv=291
export IMPL_cts_buffers=17
export IMPL_cts_resized=0
export IMPL_postSynthCellCount=778
export IMPL_clkSlewWorstSetupHoldPaths_ps=60
export IMPL_place_congestion=0.845
export IMPL_drv_cap=0
export IMPL_antenna_found_initial=0
export IMPL_dieArea_mm2=0.0218
export IMPL_most_common_cell="dfxtp_1"
export IMPL_ys_seq_share_pct=45.6
export IMPL_htreeDepth=4
export IMPL_finalPower_w=0.00361
export IMPL_yosysCellCount=778
export IMPL_rows=52
export IMPL_wl_per_cell_um=18.5
export IMPL_ant_nets=0
export IMPL_top_cells_by_area="dfxtp_1 46%, a21oi_1 8.6%, nand2_1 8.0%"
export IMPL_core_mm2=0.0205
export IMPL_slew_viol_final=0
export IMPL_fp_dieH_um=148
export IMPL_endpoint_kind="output pin"
export IMPL_crit_required_ps=3040
export IMPL_rsz0062_at_grt="no"
export IMPL_max_slew_margin_pct=38.6
export IMPL_fp_util_pct=31.1
export IMPL_yosys_area_mm2=0.00637
export IMPL_max_freq_mhz=337
export IMPL_viasPerCell=5.41
export IMPL_port_buffer_count=22
export IMPL_diodes=0
export IMPL_grt_total_usage_pct=19.1
export IMPL_drtPass1Iterations=5
export IMPL_cts_buffer_depth=2
export IMPL_post_cts_buffers=0
export IMPL_hold_path_class="flop to flop"
export IMPL_warnings=31
export IMPL_leakage_nw=2.31
export IMPL_critPathMaxFanout=21
## critical path: stages (launching register included)
cell	delay (ps)
dfxtp_1	330
inv_1	130
ha_1	160
buf_4	260
nor3b_2	370
clkdlybuf4s50_1	540
## kinds of logic after synthesis
group / Yosys count / share of synthesized area (%)
and+or+nand+nor: 305 / 21.8
buffers and inverters: 78 / 5.15
muxes: 39 / 6.23
DFF: 145 / 45.6
AOI/OAI and AO/OA: 198 / 19.0
adders and majority gates: 8 / 1.57
xor gates and xnor gates: 5 / 0.687
## sequential cells by signal (all words and copies together) (netlist names)
| name | flops |
|---|---|
| data_out | 8 |
| invalid | 1 |
| mem | 128 |
| rd_pointer | 4 |
| wr_pointer | 4 |
## cells in the final DEF, fill, tap and decap left out, types with 4 or more instances in the layout
cell	Yosys	layout
dfxtp_1	145	145
nand2_1	136	136
a21oi_1	109	109
nand3_1	97	97
nor2_1	36	36
mux2i_1	34	34
clkdlybuf4s50_1	0	21
buf_4	3	21
o21ai_0	20	20
a22oi_1	20	20
clkbuf_16	0	17
nor2b_1	10	10
inv_1	8	8
ha_1	8	8
o22ai_1	7	7
nand2b_1	6	6
a221oi_1	6	6
a31oi_1	5	5
mux2_2	5	5
a222oi_1	5	5
a211oi_1	4	4
clkinv_2	0	4
## routing by layer
metal	share of wire, %	track usage, %	up-vias	wire [um]
li1	-	-	2737	-
met1	46	29.3	2749	9020
met2	44	27.9	193	8620
met3	7.8	5.23	19	1520
met4	1.5	2.78	0	287
met5	0	0	-	0
## worst paths after layout
kind              slack [ps]     startpoint          end  depth (start not counted)
hold / removal           450      mem[0][6]    mem[0][6]                          2
hold reg to reg          450      mem[0][6]    mem[0][6]                          2
setup / recovery         830  wr_pointer[0]        empty                          5
setup reg to reg         950  rd_pointer[0]  data_out[6]                          7
## layout make-up
| type | instances | area (um^2) |
|---|---|---|
| multi-input cells | 555 | 3150 |
| repair buffers | 42 | 368 |
| clock inverters | 10 | 133 |
| flip-flops and latches | 145 | 2900 |
| clock buffers | 22 | 474 |
| fillers | 2067 | 13100 |
| inverters | 9 | 33.8 |
| well taps | 270 | 338 |
## per-stage QoR
step	setup WS, ps	area [um^2]	cells	utilization, %
after floorplan	1910	6370	778	-
after global placement	921	6800	1021	33.2
after detailed placement	906	6800	1021	33.2
after CTS	799	7400	1053	36.1
after global routing	672	7400	1053	36.1
final	830	7400	1053	36.1
## where the power goes
group / leakage [nW] / total, W / internal (W) / switching [W]
Combinational: 0.849 / 0.000338 / 0.0000930 / 0.000245
Clock: 0.292 / 0.00171 / 0.00108 / 0.000635
Sequential: 1.17 / 0.00156 / 0.00155 / 0.0000159
Total: 2.31 / 0.00361 / 0.00272 / 0.000896
Power figures rest on the tool's default switching activity, not on a simulated workload.
