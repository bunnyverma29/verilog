===== flow/run.sh =====
#!/bin/bash
# OpenROAD 26Q1-2900-gdf79404cd8, Yosys 0.63+post, stock flow scripts
make -C /OpenROAD-flow-scripts/flow DESIGN_CONFIG=/design/flow/config.mk WORK_HOME=/design/flow/orfs finish

===== flow/constraint.sdc =====
current_design FIFO

set clk_period 6.0
set clk_io_pct 0.2

create_clock -name clk0 -period $clk_period [get_ports {clk}]

set non_clock_inputs [all_inputs -no_clocks]
set_input_delay [expr $clk_period * $clk_io_pct] -clock clk0 $non_clock_inputs
set_output_delay [expr $clk_period * $clk_io_pct] -clock clk0 [all_outputs]

===== flow/config.mk =====
export PLATFORM = sky130hd
export DESIGN_NAME = FIFO
export DESIGN_NICKNAME = FIFO
export VERILOG_FILES = /design/flow/design.v
export SDC_FILE = /design/flow/constraint.sdc
export NUM_CORES = 4
export LEC_CHECK = 1
export CORE_UTILIZATION = 40

===== flow/design.v =====
module FIFO (clk,rst,en,wdata,wr_rd,rdata,valid,full,empty);
  input clk;
  input rst;
  input en;
  input wr_rd;
  input [7:0] wdata;
  output reg [7:0] rdata;
  output valid;
  output full;
  output empty;
  reg [7:0] mem[0:127];
  reg [3:0] wr_adress;
  reg [3:0] rd_adress;
  reg [4:0] status_counter;
  assign full= (status_counter==16);
  assign empty= (status_counter==0);
  assign valid =en & (!wr_rd);
  always @ (posedge clk) begin 
    if (rst) wr_adress<=0;
    else begin 
      if (en && wr_rd && !full) begin 
        mem[wr_adress]<=wdata;
        wr_adress<=wr_adress+1;
      end
    end
  end
  always @ (posedge clk) begin 
    if (rst) begin 
      rd_adress<=0;
      rdata<=0;
    end
    else begin 
      if (en && !wr_rd && !empty) begin 
        rdata<=mem[rd_adress];
        rd_adress<=rd_adress+1;
      end
    end
  end
  always @ (posedge clk) begin 
    if (rst) status_counter<=0;
    else begin 
      if (en && wr_rd && !full) status_counter<=status_counter+1;
      if (en && !wr_rd && !empty) status_counter<=status_counter-1;
    end
  end
endmodule

==> COMMIT_EDITMSG <==
Add synthesis and place-and-route results

* Top cells by area in the synthesized netlist: edfxtp_1 65%, dfxtp_1 7.1%, mux4_2 6.1%
- The data arrival time reported for the critical path is ~2400 ps.
* Number of nets with antenna violations after detailed routing: 0
- Max-capacitance violation count: 0
- After its last routability iteration, the placer logged a weighted congestion of ~0.8.
- DRC errors left: 0
* Element type at the critical path start: primary input
- Area figure in the yosys stat output: slightly below 0.006 mm^2
- In this run the tools logged warnings totalling 26.
* Total gr overflow: 0
- The post-synth count of flops with an enable pin is around 130.
* Vias after detailed routing: approximately 3200
- Final Hold Violating Endpoints: 0
- In this run the vertical extent of the chip is between 100 and 150 um.
- In this design, the critical path's most frequently occurring cell is clkdlybuf4s50_1.
- First-pass GRT wire length: between 15 and 20 mm
- CP required: 4800 ps
* Utilization after layout: 48.3%
- Per the post-synthesis stats, the area per cell is between 15 and 20 um^2.
* Die ar.: 0.0154 mm^2
- Overall power of the completed layout: 2.47 mW
- Per the post-run analysis, buffers plus inverters along the critical path come to 2.
- Count of instantiated cells in the yosys netlist: between 300 and 400
- The clock net in this run drives a total of about 150 sinks.
- Least-Margin Pin Slew: between 700 and 800 ps
- Netlist area before placement: 0.00595 mm^2
* Number of standard cells in the layout, taps in and fillers out: ~590
* CP max stage delay: 500 ps
- Worst path cell trace: clkdlybuf4s50_1 > nor2b_1 > clkdlybuf4s50_1
- For this design the static power due to leakage is 2.19 nW.
* Synth warnings: 1
* Leading area contributor after synthesis: edfxtp_1
- The number of antenna violations at the first check in global routing came to 0.
- Number of detailed-routing iterations run before antenna repair: 4
* Period Utilization, post-route: 59.9%
- Clock latency on the worst-skew pair, taken at its later pin, is ~410 ps.
* Worst hold slack after final layout: roughly 500 ps
- Placed insts: approximately 560
- Pwr dens: about 350 mW/mm^2
- The run finished with clean final reports.
- Die boundary width: 124 um
- The critical path is of the in2out type.
* Number of design-rule violations left by the first detailed-router iteration: around 240
- Setup repair after global routing left no endpoint under its margin.
- Along the worst path, the maximum fanout reaches 3.
* Final period demand of the worst path: 3600 ps
- Detailed placement reports a standard cell area of 0.00643 mm^2.
- Via count of the first global-routing pass: roughly 3300
- After floorplanning, the core was divided into roughly 44 placement rows.
- Buffers placed on the I/O ports in this run total 22.
* Number of endpoints failing setup at the final stage: 0
- TritonCTS Buffers: 17
- Fin Setup TNS: 0 ps
- Root Buffer: clkbuf_16
- Once layout is done, the placed cells without fillers occupy approximately 0.007 mm^2.
* Filler cells: between 1000 and 1500
- Post-DP HPWL: between 7 and 8 mm
* Routed vias/inst: 5.34
- CTS tree: done
- Of the synthesized area, sequential elements account for a little under three quarters.
- Clock Skews: 2.76 ps
* Ant. Diodes: 0
- Most used flip-flop cell after synthesis: edfxtp_1
- Per STA, the worst path accumulates the most delay in the family buffers and inverters.
- STA shows the worst reg2reg path with a cell count of 8.
- Summed over its instances, the top area cell type makes up 64.6% of the synthesized netlist area.
- Fp_density: approximately 41%
- Before CTS, the worst setup slack after placement is 2310 ps.
* Num ports: 23
- CTS max path bufs: 2
* Critical path depth: 3
- In the CTS report, the clock slew at the register clock pins of the worst setup and hold paths is listed as about 60 ps.
- Most used standard cells in the synthesized netlist: 128 x edfxtp_1, 34 x mux2i_1, 25 x nor2_1
- Final-report max-slew violation count: 0
* Register bit count reported by yosys: 149
- Per the final layout report, the fraction of cells sized above drive strength 1 comes to 16.3%.
- Critical-path top delay cell: clkdlybuf4s50_1
- In this run the tightest slew margin relative to its limit is between 40 and 50%.
- Compared with the post-synthesis result, the final layout area differs by 18.0%.
- Path class of the lowest-slack min-delay path: reg2reg
- Synthesis produced between 300 and 400 cells.
- Global routing consumed, over all layers together, between 10% and 20% of the routing resources.
- CTS HTree Levels: 4
- Buffers added to address setup during post-CTS repair amount to 0.
- Overall routed net length: 11.6 mm
- The flow reports an fmax of 0.278 GHz.
- Distinct lib cells used: 39
- Looking at the gate-level netlist, the highest instance count belongs to edfxtp_1.
- Area of the core: between 0.01 and 0.015 mm^2
- Wire length per cell after detailed routing: between 15 and 20 um
- Entering global routing, the biggest net connects 36 pins.
* Min setup slack post-route: between 2000 and 2500 ps
* Fraction of registers with async set/reset: 0%
* Hold path cells: 2
- Max rail drop VDD: around 190 uV
* Resized Gates After CTS: 0
- Crit path capture type: output pin
* Post-cts hold-fix buffer tally: 0
per-layer routing:
| metal | vias up | wire length (um) | global-route usage (%) |
|---|---|---|---|
| met4 | 0 | 172 | 2.16 |
| li1 | 1495 | - | - |
| met2 | 123 | 5330 | 26.2 |
| met3 | 10 | 1130 | 9.25 |
| met5 | - | 0 | 0 |
| met1 | 1543 | 4990 | 26.6 |
worst paths after layout:
kind	startpoint	endpoint	slack [ps]
worst min register to register	rdata[3]	rdata[3]	500
worst max-delay path	en	valid	2400
worst max register to register	status_counter[0]	status_counter[4]	3570
worst min-delay path	rdata[3]	rdata[3]	500
cells in the final DEF, fill, tap and decap left out, types with 2 or more instances in the layout:
cell,Yosys,layout
a211oi_1,9,9
a21o_1,2,2
a21oi_1,7,7
a22oi_1,8,8
and3_1,2,2
buf_4,0,15
bufinv_16,0,3
clkbuf_16,0,17
clkdlybuf4s50_1,0,22
clkinv_2,1,4
clkinv_4,0,3
clkinvlp_4,0,2
dfxtp_1,21,20
edfxtp_1,128,128
ha_1,7,7
inv_1,4,4
mux2i_1,34,34
mux4_2,16,16
nand2_1,9,9
nand2b_1,2,2
nand3b_1,2,2
nor2_1,25,25
nor2b_1,5,5
nor3_1,18,18
nor3b_1,4,4
o22ai_1,16,16
or4_1,2,2
xnor2_1,3,3
xor2_1,4,4
kinds of logic after synthesis:
family                     count (synthesis)  synth area share (%)
DFF                                      149                  71.7
muxes                                     50                  11.8
and+or+nand+nor                           77                  6.67
buffers and inverters                     25                  1.75
AOI/OAI and AO/OA                         46                  5.24
adders and majority gates                  8                  1.81
xor gates and xnor gates                   7                  1.03
where the power goes:
group          switching (mW)  internal, mW
clock                   0.394         0.650
combinational           0.131         0.123
sequential             0.0223          1.15
sequential cells by signal, indices dropped and copies added (netlist names):
| register | cells |
|---|---|
| mem | 128 |
| status_counter | 5 |
| wr_adress | 4 |
| rdata | 8 |
| rd_adress | 4 |
layout make-up:
type                       count  area (um^2)  area share [%]
multi-input combinational    188         1580            22.5
inverter                       5         20.0           0.285
clock inverter                13          159            2.27
clock buffer                  18          429            6.12
timing repair buffer          37          333            4.74
tap                          184          230            3.28
sequential                   149         4270            60.8
worst min-delay path: cells and delay by family, from the launching register on:
kind / cells / cell delay [ps]
and+or+nand+nor: 1 / 90
DFF: 1 / 310
AOI/OAI and AO/OA: 1 / 50
Power figures rest on the tool's default switching activity, not on a simulated workload.
