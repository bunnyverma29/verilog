<file path="./run.sh">
#!/bin/bash
# OpenROAD 26Q1-2900-gdf79404cd8, Yosys 0.63+post, stock flow scripts
make -C /OpenROAD-flow-scripts/flow DESIGN_CONFIG=/design/flow/config.mk WORK_HOME=/design/flow/orfs finish
</file>
<file path="./config.mk">
export PLATFORM = sky130hd
export DESIGN_NAME = lifo
export DESIGN_NICKNAME = lifo
export VERILOG_FILES = /design/flow/design.v
export SDC_FILE = /design/flow/constraint.sdc
export NUM_CORES = 4
export LEC_CHECK = 1
export CORE_UTILIZATION = 40
</file>
<file path="./constraint.sdc">
current_design lifo

set clk_period 5.5
set clk_io_pct 0.2

create_clock -name clk0 -period $clk_period [get_ports {clk}]

set non_clock_inputs [all_inputs -no_clocks]
set_input_delay [expr $clk_period * $clk_io_pct] -clock clk0 $non_clock_inputs
set_output_delay [expr $clk_period * $clk_io_pct] -clock clk0 [all_outputs]
</file>
<file path="./design.v">
module lifo (clk,rst,read_write_bar,read_data,write_data,full,empty,error);
input  clk,rst;
input read_write_bar;
output reg [7:0] read_data; 
input [7:0] write_data;
output  error;
output full,empty;
reg [7:0] mem_fifo [15:0];
reg [3:0] addr;
assign full =(addr==4'b1111);
assign empty =(addr==4'b0000);
assign error = ( ( read_write_bar==1 && empty==0)||( read_write_bar==0 && full==0) ) ?0:1;
always @ (posedge clk) begin
    if (rst==1) begin
        addr<=4'b0000;
    end
    else if ( read_write_bar==1 && empty==0) begin :read
        read_data <=  mem_fifo[addr];
        addr<=addr-1;
    end
    else if  ( read_write_bar==0 && full==0) begin :write
      mem_fifo[addr]<=  write_data ;
        addr<=addr+1;   
    end
end   
endmodule
</file>
==> Changelog: implementation <==
### Changed

- Outcome: finished, final reports clean
- Rows: about 42
- Dpl ws: ~1.4 ns
- Sequential share of the synthesized area: 0.754
- Reg-to-Reg Start: addr[0]
- IO Port Bufs: 21
- Chip Height: 119 um
- Tot GR Track Use: 0.164
- Critical path start-end classification: input pin to output port
- Crit. Startpoint: read_write_bar
- CP Capture Type: output port
- Core box area: ~13,000 um^2
- Most frequent cells in the layout: edfxtp_1 (136), clkdlybuf4s50_1 (21), nor2_1 (18)
- Final Critical Period: approximately 4.1 ns
- Cell Type Count: 31
- Initial antenna violation count: 0
- Post-CTS Hold Fix Bufs: 0
- WP data arrival: 3.04 ns
- Synthesized chip area reported by yosys: roughly 5500 um^2
- Clk latency late pin: 0.41 ns
- Actual slew at the worst max-slew pin: a little over 0.9 ns
- First-pass GRT wire length: 15.4 mm
- Die Wd: around 120 um
- Share of cells above drive strength 1: 0.147
- CTS tree: built
- Relative slew slack: 0.379
- Routed WL: 10.0 mm
- Total tool warning count: 25
- Clock Skews: 0.00842 ns
- Synthesized instance count: 277
- Init Core Util: 0.413
- FILL cells: between 1,000 and 1,500
- Hold/Removal Path Class: flop to flop
- HPWL Detailed: 6.00 mm
- Synthesized area per cell: 19.9 um^2
- Setup bufs post-CTS: 0
- Nature of the critical path startpoint: input pin
- Yosys warning count: 1
- RSZ-0062 raised after global routing: false
- Synthesized area: 5520 um^2
- Largest net degree at the start of global routing: 46
- Leak Pwr: around 2.0 nW
- CTS Root Cell: clkbuf_16
- Final setup violation count: 0
- Max_cap viols: 0
- Setup WS post-layout: 1.36 ns
- GRT Residual Overflow: 0
- H-Tree Depth: 4
- Worst Hold Launch: addr[3]
- DRC: 0
- CTS Buffer Depth: 2
- Power per cell area: between 300 and 400 nW/um^2
- Fmax: 241 MHz
- Dpl cell area: just under 6000 um^2
- Setup Total Neg Slack: 0 ns
- Yosys stat cell total: around 280
- P&R area growth vs syn: 16.5%
- Final hold vios: 0
- Max Slew Vio Count: 0
- # resized after CTS: 0
- ANT nets after route: 0
- Commonest Layout Cell: edfxtp_1
- Critical Path RT: 4.40 ns
- Iter 0 DRT Violations: 203
- Clk slew on worst S/H paths: 0.05 ns
- TritonCTS Buffers: 17
- Vias in the first global route: approximately 2,700
- Number of antenna diodes: 0
- Total power: 2.28 mW
- Peak supply drop: 0.204 mV
- DIE AREA: between 10,000 and 15,000 um^2
- IO Pins: 22
- Wire per inst: 20.0 um
- RePlAce Congestion: 0.825
- Final worst path period share: 0.753
- DR vias/cell: 5.23
- Routed vias: about 2,600
- CP Max Fanout: 9
- Synth flops: ~140
- Design area: 6430 um^2
- Sink Count: 140
- Post-layout util: 0.482
- Drt first pass iters: 4
routing by layer:
| metal | track usage | share of wire | vias up |
|---|---|---|---|
| met5 | 0 | 0 | - |
| li1 | - | - | 1210 |
| met3 | 0.0837 | 0.10 | 10 |
| met1 | 0.243 | 0.39 | 1300 |
| met4 | 0.0266 | 0.014 | 0 |
| met2 | 0.242 | 0.49 | 107 |
critical path: stages:
cell and delay, ns:
clkdlybuf4s50_1 0.64, or4b_2 0.66, o32ai_1 0.15, clkdlybuf4s50_1 0.50
synth_stat cells:
library cell	count	area, um^2
inv_1	2	7.51
o21ai_0	6	30.0
nor2b_1	3	18.8
nand3_1	1	5.00
mux4_2	16	360
or2_2	1	6.26
and3b_1	1	8.76
mux4_1	16	420
or4b_2	1	10.0
xnor2_1	1	8.76
buf_6	3	33.8
nand2b_1	3	18.8
edfxtp_1	136	4080
a2111oi_0	1	8.76
buf_2	3	15.0
nor2_1	18	67.6
buf_4	1	7.51
nor3_1	6	30.0
ha_1	1	12.5
conb_1	1	3.75
clkbuf_1	8	30.0
dfxtp_1	4	80.1
and2_1	1	6.26
nand2_1	15	56.3
a21oi_1	5	25.0
a22oi_1	16	120
a221oi_1	1	8.76
nand3b_1	1	7.51
buf_1	3	11.3
o32ai_1	1	8.76
a21o_1	1	7.51
registers in the layout, summed over array words and instances (netlist names):
| name | count |
|---|---|
| mem_fifo | 128 |
| addr | 4 |
| read_data | 8 |
cell type report:
class,count,area [um^2],share of cell area
clock inverters,7,27.5,0.00428
multi-input cells,124,1280,0.199
repair buffers,31,285,0.0444
inverters,2,7.51,0.00117
clock buffers,22,444,0.0691
well taps,176,220,0.0343
flip-flops and latches,140,4170,0.648
where the power goes:
| group | internal (mW) | switching (mW) | total (mW) |
|---|---|---|---|
| Combinational | 0.0745 | 0.0836 | 0.158 |
| Clock | 0.556 | 0.365 | 0.921 |
| Sequential | 1.20 | 0.00753 | 1.20 |
| Total | 1.83 | 0.457 | 2.28 |
metrics by stage:
stage | hold WS, ns | std cells
final | 0.735 | 502
after global routing | 0.795 | 502
after CTS | 0.739 | 502
after detailed placement | 0.736 | 473
after global placement | 0.720 | 473
after floorplan | 0.674 | 284
logic make-up (layout without fill, tap and decap cells):
kind of cell | Yosys count | after routing | synth area share
flops | 140 | 140 | 0.754
simple gates | 51 | 51 | 0.0426
mux | 32 | 32 | 0.141
compound gates | 31 | 31 | 0.0379
buf+inv | 20 | 62 | 0.0190
fa+ha+maj | 1 | 1 | 0.00227
other cells | 1 | 8 | 0.000679
xor+xnor | 1 | 1 | 0.00159
path summary, 6_finish.rpt:
check / endpoint / slack [ns] / cells after the start
worst max register to register: mem_fifo[5][5] / 3.25 / 3
worst min-delay path: addr[0] / 0.74 / 2
worst max-delay path: error / 1.36 / 4
worst min register to register: addr[0] / 0.74 / 2
Power and IR drop assume default switching activity.
